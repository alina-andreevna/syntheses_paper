## design.v

```verilog
module pipe (
    output o_data,
    input [7:0] i_data,
    input i_rst,
    input i_clk);
    reg [7:0] i_data_r;
    reg out;
    assign o_data = out;
    always @(posedge i_clk)
        if(i_rst) begin
            i_data_r <= 0;
            out <= 0;
        end else begin
            i_data_r <= i_data;
            out <= (i_data_r[0]|i_data_r[1]) & (i_data_r[2]|i_data_r[3]) &
            (i_data_r[4]|i_data_r[5]) & (i_data_r[6]|i_data_r[7]);
        end
endmodule : pipe
```

## run.sh

```bash
#!/bin/bash
# OpenROAD 26Q1-2900-gdf79404cd8, Yosys 0.63+post, stock flow scripts
make -C /OpenROAD-flow-scripts/flow DESIGN_CONFIG=/design/flow/config.mk WORK_HOME=/design/flow/orfs finish
```

## config.mk

```make
export PLATFORM = sky130hd
export DESIGN_NAME = pipe
export DESIGN_NICKNAME = pipe
export VERILOG_FILES = /design/flow/design.v
export SDC_FILE = /design/flow/constraint.sdc
export NUM_CORES = 4
export LEC_CHECK = 1
export CORE_AREA = 10 10 70 70
export DIE_AREA = 0 0 80 80
```

## constraint.sdc

```tcl
current_design pipe

set clk_period 1.0
set clk_io_pct 0.2

create_clock -name clk0 -period $clk_period [get_ports {i_clk}]

set non_clock_inputs [all_inputs -no_clocks]
set_input_delay [expr $clk_period * $clk_io_pct] -clock clk0 $non_clock_inputs
set_output_delay [expr $clk_period * $clk_io_pct] -clock clk0 [all_outputs]
```

==> impl_metrics.csv <==
group,metric,value,unit
synth,top_cells_by_area,"dfxtp_1, nor2b_1, o22ai_1, nor3_2",
job,cap_viol_max_count,0,
floorplanning,rows,21,
worst_hold_path,hold_start,"i_data[7]",
timing,finalCritPeriodShare,93.3,%
place,dp_slack,-77.5,ps
synth,aoi_share,4.95,%
synth,top_cell_area_share,71.3,%
cells_and_area,drive_above_1_share,14.7,%
job,warning_count,25,
synth,yosys.cell_types.count,4,
synth,yosys_warnings,1,
worst_setup_path,slowest_delay,310,ps
worst_setup_path,cp_max_fo,1,
global_route,grt-ovfl-total,0,
worst_setup_path,crit_arrival,730,ps
cells_and_area,instances_no_fill,80,
routing,antenna_cells,0,
routing,ant_nets,0,
synth,xor_area_share,0,%
pwr,leakagePower,0.150,nW
synth,synth_area,253,um2
timing,final.setup_skew,2.76,ps
floorplanning,core_area,3420,um2
worst_setup_path,crit_family,"flip-flops",
routing,routed_via_density,2.23,
clocking,clock.latency.late_pin,260,ps
global_route,grt_pass1_vias,201,
clocking,clk_transition_reported_paths,60,ps
timing,layout_min_cycle_time,933,ps
routing,dr.first_iter.drc_count,2,
synth,mux_share,0,%
synth,simple_gate_area_share,23.8,%
worst_setup_path,cp-start-kind,"flop",
floorplanning,initial_core_util,7.40,%
clocking,cts_hold_buf,0,
global_route,antenna_found_initial,0,
clocking,cts_buffers,3,
global_route,grt_pass1_wl,959,um
synth,ys_ff,9,
synth,largest_area_cell,"dfxtp_1",
timing,maxSlewHeadroom,79.0,%
place,gp_congestion,0.754,
routing,first_pass_iters,3,
synth,topCombFamilyByArea,"simple AND/OR/NAND/NOR gates",
floorplanning,ios,11,
cells_and_area,area_growth,73.3,%
routing,wirelength,612,um
synth,ys_chip_area,253,um2
pwr,vdd_drop_max,939,uV
floorplanning,fp.dieW,80,um
timing,setup_viol,0,
timing,fin_hold_ws,504,ps
timing,fin_ws,66.7,ps
worst_hold_path,hold_end,"i_data_r[7]$_SDFF_PP0_",
place,io_buffers,10,
routing,num_vias,178,
synth,ys_sh_adder,0,%
routing,routedWlPerCell,7.65,um
worst_setup_path,path_cells,"clkdlybuf4s15_1",
worst_setup_path,reg2regPathDepth,2,
routing,drcViolationCount,0,
clocking,cts_sinks,9,
clocking,cts_max_path_buffers,2,
synth,postSynthCellCount,20,
worst_hold_path,worstHoldPathCells,2,
clocking,cts_tree,"done",
timing,tightest_slew,313,ps
worst_setup_path,cp_num_buf_inv,1,
worst_setup_path,r2r-end,"out$_SDFF_PP0_",
timing,max_freq,1.07,GHz
worst_setup_path,rr_startpoint,"i_data_r[1]$_SDFF_PP0_",
timing,rsz0062_at_grt,"false",
global_route,globalRouteTotalUtil,2.07,%
synth,syn_area_per_cell,12.6,um2
pwr,powerDensity,1620,nW/um2
worst_setup_path,required,800,ps
clocking,ctsRootBufferMaster,"clkbuf_4",
worst_setup_path,cp_slowest_cell,"dfxtp_2",
worst_setup_path,setup.worst_path.class,"reg2out",
worst_setup_path,rrSetupSlack,330,ps
run_status,status,"completed",
floorplanning,chipArea,6400,um2
timing,maxSlewViolCount,0,
worst_hold_path,hold_path.class,"in2reg",
synth,ys_seq_share,71.3,%
place,dp.cells,76,
cells_and_area,final_util,12.8,%
global_route,grt_max_degree,10,
floorplanning,die_h,80,um
worst_setup_path,cp-end-kind,"primary output",
clocking,cts.htree.levels,1,
synth,ys_cells,20,
timing,final_hold_viol_count,0,
[layout make-up]
class,instances,area (um2)
clock buffer,4,26.3
timing repair buffer,10,100
multi-input combinational,11,72.6
sequential,9,181
fill,397,2980
tap,46,57.6
[sequential cells by signal, indices dropped and copies added (netlist names)]
register / cells
i_data_r: 8
out: 1
[layout by cell type (no fill, tap or decap)]
master           n
o22ai_1          2
nor2b_1          8
clkdlybuf4s50_1  9
clkdlybuf4s15_1  1
nor3_2           1
clkbuf_1         1
dfxtp_1          8
dfxtp_2          1
clkbuf_4         3
[what timing repair did]
item / 4_1_cts / 5_1_grt
gates resized: 3 / 0
endpoints found under the setup margin: 1 / 0
endpoints found under the hold margin: 0 / 0
setup buffers: 0 / 0
[how the worst max path moves through the flow]
stage | startpoint | endpoint | slack [ps] | cells past startpoint
finish | out$_SDFF_PP0_ | o_data | 70 | 1
CTS | out$_SDFF_PP0_ | o_data | 50 | 1
global route | out$_SDFF_PP0_ | o_data | 20 | 1
[cell usage after synthesis]
| library cell | count |
|---|---|
| dfxtp_1 | 9 |
| nor2b_1 | 8 |
| o22ai_1 | 2 |
| nor3_2 | 1 |
[power breakdown]
group,internal (mW),switching (mW),leakage (nW)
Clock,0.153,0.116,0.0150
Combinational,0.0421,0.0161,0.0598
Sequential,0.377,0.00469,0.0753
Total,0.572,0.137,0.150
[through the flow]
step / TNS [ps] / power [mW] / cell area, um2
6_report: 0 / 0.709 / 438
5_1_grt: 0 / 0.753 / 438
4_1_cts: 0 / 0.720 / 438
3_5_place_dp: -628 / 0.447 / 410
3_3_place_gp: -296 / 0.445 / 410
2_1_floorplan: 0 / 0.403 / 253
[logic make-up after synthesis]
| logic type | count (synthesis) |
|---|---|
| simple gates | 9 |
| flops | 9 |
| compound gates | 2 |
[layer usage]
metal	GRT usage [%]	share of wire, %	vias up
met5	0	0	-
met4	0.352	0	0
met3	2.27	18	0
met2	1.61	20	14
met1	3.16	61	72
li1	-	-	92
Power and IR drop assume default switching activity.

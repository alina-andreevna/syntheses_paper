$ cat ./config.mk
export PLATFORM = sky130hd
export DESIGN_NAME = pipe_rb
export DESIGN_NICKNAME = pipe_rb
export VERILOG_FILES = /design/flow/design.v
export SDC_FILE = /design/flow/constraint.sdc
export NUM_CORES = 4
export LEC_CHECK = 1
export CORE_AREA = 10 10 70 70
export DIE_AREA = 0 0 80 80
$ cat ./constraint.sdc
current_design pipe_rb

set clk_period 1.0
set clk_io_pct 0.2

create_clock -name clk0 -period $clk_period [get_ports {i_clk}]

set non_clock_inputs [all_inputs -no_clocks]
set_input_delay [expr $clk_period * $clk_io_pct] -clock clk0 $non_clock_inputs
set_output_delay [expr $clk_period * $clk_io_pct] -clock clk0 [all_outputs]
$ cat ./design.v
module pipe_rb (
    output o_data,
    input [7:0] i_data,
    input i_rst,
    input i_clk);
    reg [3:0] temp_data_r;
    reg out;
    assign o_data = out;
    always @(posedge i_clk)
        if(i_rst) begin
            temp_data_r <= 0;
            out <= 0;
        end else begin
            temp_data_r[0] <= i_data[0] | i_data[1];
            temp_data_r[1] <= i_data[2] | i_data[3];
            temp_data_r[2] <= i_data[4] | i_data[5];
            temp_data_r[3] <= i_data[6] | i_data[7];
            out <= (temp_data_r[0]) & (temp_data_r[1]) & (temp_data_r[2]) & (temp_data_r[3]);
        end
endmodule : pipe_rb
$ cat ./run.sh
#!/bin/bash
# OpenROAD 26Q1-2900-gdf79404cd8, Yosys 0.63+post, stock flow scripts
make -C /OpenROAD-flow-scripts/flow DESIGN_CONFIG=/design/flow/config.mk WORK_HOME=/design/flow/orfs finish
==> run notes <==
run metrics: result of the run=complete, no violations, worst path bufs/invs=1, H-tree depth=1, Clock Skew=5.65 ps, slowest cell on the critical path=dfxtp_1, R2R Setup Slk=360 ps, Post-synth seq share=67.8%, Final GP Congestion=0.712, DRT Pass-1 Iters=1, Synth cell types=4, logic area=47.5 um^2, fmax=1120 MHz, OpenROAD warnings=28, total chip power=0.496 mW, Top delay family on crit path=flip-flops, CP Data Required Time=800 ps, IO Port Bufs=10, total track usage=2.02%, final setup vio count=0, first-pass GRT wire length=855 um, I/O pin total=11, DR iter-0 viols=0, gr ovfl total=0, final wirelength=554 um, CTS max path bufs=2, Diodes inserted=0, Peak VDD IR=0.318 mV, CTS clk-pin slew, worst paths=50 ps, Hold Crit Class=reg2reg, P_leak=0.117 nW, Latency at later pin=240 ps, main logic family after synthesis=simple AND/OR/NAND/NOR gates, XOR/XNOR Area Share=0%, sequential group share of total power=43.1%, Root Buffer=clkbuf_4, RSZ-0062 raised after global routing=false, slew margin rel.=86.3%, Via density=1.85, CTS tree=yes, yosys cell count=15, P per Cell Area=1490 mW/mm^2, CP max FO=1, Cells after Synth=15, worst-path cell chain=clkdlybuf4s15_1, postcts setup bufs=0, sw power=0.104 mW, count of final hold-check violations=0, Fin Hold WS=467 ps, Remaining DRCs=0, FP Util=4.32%, Setup CP Type=reg2out, combinational power share=10.1%, share of cells above drive strength 1=17.2%, setup TNS=0 ps, Ys Warns=1, site row count=21, cts bufs inserted=3, mux frac, synth=0%, Max Slew Vio Count=0, Vias=139, drt wl/cell=7.39 um, P_int=0.392 mW, crit end category=primary output, core footprint=0.00342 mm^2, P&R area growth vs syn=125%, fa+ha+maj area frac=0%, Mean Syn Cell Area=9.84 um^2, CP max stage delay=300 ps, clock share of power=46.9%, largest net degree at the start of global routing=6, Routed Antenna Nets=0, switching share of power=20.9%, Seq cells post-synth=5, post-layout period usage=89.5%, chip area=0.00640 mm^2, min Tclk post-route=895 ps, simple-gate portion of the synthesized area=32.2%, FF/Latch Area=100 um^2, WP data arrival=700 ps, fillers=402, Die X-Extent=80 um, YS chip area=148 um^2, CP Launch Type=flip-flop, worst slew pin tran=205 ps, yosys aoi share=0%, vias in the first global route=163, Clock Sinks=5, initial antenna violation count=0, Netlist Area Pre-Place=148 um^2, Max Cap Viol=0, chip height=80 um
power groups by stage:
stage	combinational [mW]	clock, mW	sequential (mW)
6_report	0.0500	0.232	0.214
5_1_grt	0.0544	0.270	0.215
4_1_cts	0.0502	0.241	0.214
placed cells by master, fill, tap and decap left out:
master	n
clkdlybuf4s50_1	9
nor3b_2	1
dfxtp_1	5
nor2_1	8
clkbuf_4	3
clkdlybuf4s15_1	1
clkinv_2	1
nand3_1	1
worst reg2reg max path, cell delays in order, from the launching register on:
cell	delay (ps)
dfxtp_1	310
nand3_1	90
nor3b_2	160
sequential cells by signal, summed over array words and instances, names as in the netlist:
register,count
out,1
temp_data_r,4
metrics by stage:
stage                     instance area (um^2)  utilization (%)  std cells  worst slack [ps]
after CTS                                  332             9.71         75              36.4
after global routing                       333             9.74         75              35.2
final                                      333             9.74         75               105
after global placement                     305             8.94         71              51.3
after detailed placement                   305             8.94         71              23.0
after floorplan                            148                -         15               412
layer usage:
metal	track usage (%)	share of wire, %
met1	1.87	37
met2	2.33	37
met3	3.30	25
met4	0.176	0
met5	0	0
cell type report:
type                       count  share of cell area, %
clock buffer                   3                   6.77
clock inverter                 1                   1.50
multi-input combinational     10                   14.3
sequential                     5                   30.1
tap                           46                   17.3
timing repair buffer          10                   30.1
what timing repair did:
item / 4_1_cts / 5_1_grt
setup endpoints to repair: 1 / 1
hold endpoints to repair: 0 / 0
pin swaps: 0 / 0
hold buffers: 0 / 0
gates resized: 1 / 1
cell usage after synthesis (all sizes together):
| library cell | count | area (um^2) |
|---|---|---|
| nor3b | 1 | 12.5 |
| dfxtp | 5 | 100 |
| nor2 | 8 | 30.0 |
| nand3 | 1 | 5.00 |
path summary, 6_finish.rpt:
check | from | end | depth (start not counted)
max | out$_SDFF_PP0_ | o_data | 1
min | temp_data_r[2]$_SDFF_PP0_ | out$_SDFF_PP0_ | 1
max reg2reg | temp_data_r[0]$_SDFF_PP0_ | out$_SDFF_PP0_ | 2
min reg2reg | temp_data_r[2]$_SDFF_PP0_ | out$_SDFF_PP0_ | 1
cells by family (layout without fill, tap and decap cells):
| kind of cell | Yosys count | in the layout |
|---|---|---|
| flip-flops | 5 | 5 |
| buffers and inverters | 0 | 14 |
| AND/OR/NAND/NOR | 10 | 10 |
Power and IR drop assume default switching activity.
